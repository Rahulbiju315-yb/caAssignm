## design/flow/run.sh

```bash
#!/bin/bash
# OpenROAD 26Q1-2900-gdf79404cd8, Yosys 0.63+post, stock flow scripts
make -C /OpenROAD-flow-scripts/flow DESIGN_CONFIG=/design/flow/config.mk WORK_HOME=/design/flow/orfs finish
```

## design/flow/config.mk

```make
export PLATFORM = sky130hd
export DESIGN_NAME = shifter
export DESIGN_NICKNAME = shifter
export VERILOG_FILES = /design/flow/design.v
export SDC_FILE = /design/flow/constraint.sdc
export NUM_CORES = 4
export LEC_CHECK = 1
export CORE_UTILIZATION = 50
```

## design/flow/constraint.sdc

```tcl
current_design shifter

set clk_period 7.8
set clk_io_pct 0.2

create_clock -name clk0 -period $clk_period [get_ports {clk}]

set non_clock_inputs [all_inputs -no_clocks]
set_input_delay [expr $clk_period * $clk_io_pct] -clock clk0 $non_clock_inputs
set_output_delay [expr $clk_period * $clk_io_pct] -clock clk0 [all_outputs]
```

## design/flow/design.v

```verilog
module shifter(a, out, done, clk);
    input [23 : 0] a;
    input clk;
    output out;
    output done;
    integer nums = 23;
    reg out;
    reg done;
    always@(negedge clk) begin
        if(nums >= 0) begin
            out = a[nums];
            nums = nums - 1;
            done = 0;
        end       
        else begin
            out = 0;
            done = 1;
        end
    end
endmodule
```

==> impl_metrics.prom <==
# HELP chip_impl_metric Implementation results
# TYPE chip_impl_metric gauge
chip_impl_metric{name="post_synth_instance_area",unit="sq mm"} 0.00189
chip_impl_metric{name="fp-row-count",unit=""} 21
chip_impl_metric{name="maxCapViolCount",unit=""} 0
chip_impl_metric{name="postCtsSetupRepairBufs",unit=""} 0
chip_impl_metric{name="post_route_antenna_net_violation_count",unit=""} 0
chip_impl_metric{name="setup_tns",unit="ns"} 0
chip_impl_info{name="top_cell_family_by_delay_on_the_critical_path",value="simple AND/OR/NAND/NOR gates"} 1
chip_impl_metric{name="numPortBuffers",unit=""} 26
chip_impl_metric{name="core_util_floorplan",unit="%"} 54.4
chip_impl_metric{name="place_ws",unit="ns"} 0.778
chip_impl_metric{name="cp_data_required_time",unit="ns"} 4.15
chip_impl_metric{name="timing_hold_violations_final",unit=""} 0
chip_impl_metric{name="setup_violations_final",unit=""} 0
chip_impl_metric{name="yosysCellCount",unit=""} 152
chip_impl_metric{name="wl",unit="mm"} 3.15
chip_impl_metric{name="post-route-util",unit="%"} 69.5
chip_impl_metric{name="fraction_of_layout_instances_using_a_drive_strength_above_1",unit="%"} 8.88
chip_impl_metric{name="clock_tree_sinks",unit=""} 34
chip_impl_metric{name="worst_slack",unit="ns"} 1.12
chip_impl_metric{name="route.vias.total",unit=""} 1382
chip_impl_metric{name="edf_count",unit=""} 32
chip_impl_metric{name="cts_resized",unit=""} 0
chip_impl_metric{name="maximum_ir_drop_on_the_vdd_rail",unit="V"} 0.000128
chip_impl_info{name="worst_path_max_delay_cell",value="sky130_fd_sc_hd__or4b_2"} 1
chip_impl_metric{name="place.gp.congestion",unit=""} 0.772
chip_impl_metric{name="yosys.area_share.xor_xnor",unit="%"} 13.5
chip_impl_metric{name="crit_path_max_fanout",unit=""} 1
chip_impl_metric{name="number_of_global_route_vias_before_repair",unit=""} 1387
chip_impl_metric{name="synth.cellmix.compoundShare",unit="%"} 2.12
chip_impl_info{name="run_status",value="complete, no violations"} 1
chip_impl_info{name="clock-root-buffer",value="sky130_fd_sc_hd__clkbuf_8"} 1
chip_impl_metric{name="warning_count",unit=""} 60
chip_impl_info{name="tritoncts",value="yes"} 1
chip_impl_metric{name="antenna_found_initial",unit=""} 0
chip_impl_metric{name="fillers",unit=""} 246
chip_impl_metric{name="pin_count",unit=""} 27
chip_impl_info{name="path_cells",value="clkdlybuf4s50_1 > mux4_2 > mux2i_1 > or4b_2 > o211ai_1"} 1
chip_impl_metric{name="total_grt_usage",unit="%"} 19.0
chip_impl_info{name="worstSetupEndpointType",value="flip-flop"} 1
chip_impl_metric{name="report.final.slew_viol_count",unit=""} 0
chip_impl_metric{name="grt_pass1_wl",unit="mm"} 5.66
chip_impl_metric{name="placeableCoreArea",unit="sq mm"} 0.00347
chip_impl_metric{name="htree_num_levels",unit=""} 2
chip_impl_metric{name="tritoncts.num_buffers",unit=""} 5
chip_impl_metric{name="post_syn_area_per_cell",unit="sq um"} 12.4
chip_impl_metric{name="drt_iter0_drc",unit=""} 76
chip_impl_metric{name="tightestPinTransition",unit="ns"} 0.678
chip_impl_metric{name="numSynthFlops",unit=""} 34
chip_impl_info{name="rsz_0062_raised_after_global_routing",value="false"} 1
chip_impl_metric{name="grt_max_degree",unit=""} 21
chip_impl_metric{name="synthArstFlopShare",unit="%"} 0
chip_impl_metric{name="clock_pin_slew_reported_for_the_worst_setup_and_hold_paths_after_clock_tree_synthesis",unit="ns"} 0.03
chip_impl_metric{name="die_area",unit="sq mm"} 0.00402
chip_impl_metric{name="critPathMaxStageDelay",unit="ns"} 0.63
chip_impl_metric{name="wl_per_cell",unit="um"} 12.1
chip_impl_metric{name="hold_slack",unit="ns"} 0.417
chip_impl_metric{name="iteration_count_of_the_initial_detailed_routing_pass",unit=""} 4
chip_impl_metric{name="hpwl",unit="mm"} 2.23
chip_impl_metric{name="worst_slew_margin_rel",unit="%"} 54.7
chip_impl_info{name="crit_type",value="in -> reg"} 1
chip_impl_metric{name="syn_to_final_growth",unit="%"} 27.8
chip_impl_metric{name="postCtsHoldBufs",unit=""} 0
chip_impl_metric{name="leakage",unit="nW"} 1.13
chip_impl_metric{name="diodes",unit=""} 0
chip_impl_metric{name="max-clock-path-buffers",unit=""} 2
chip_impl_metric{name="total_power_divided_by_cell_area",unit="mW/mm^2"} 178
chip_impl_info{name="hold_path_class",value="reg -> reg"} 1
chip_impl_metric{name="worstPathArrival",unit="ns"} 3.03
chip_impl_metric{name="grt_overflow_total",unit=""} 0
chip_impl_metric{name="synth_simple_gate_area_share",unit="%"} 21.7
chip_impl_metric{name="synth_sequential_area_ratio",unit="%"} 53.1
chip_impl_metric{name="clkLatencyLatePin",unit="ns"} 0.35
chip_impl_metric{name="drt_drc_violations_left",unit=""} 0
chip_impl_metric{name="die.size.y",unit="um"} 63.4
chip_impl_metric{name="synth.yosys.chip_area",unit="sq mm"} 0.00189
chip_impl_metric{name="synth_warnings",unit=""} 1
chip_impl_metric{name="die.size.x",unit="um"} 63.4
chip_impl_metric{name="route.detailed.vias_per_inst",unit=""} 5.32
chip_impl_metric{name="mux_share",unit="%"} 6.30
chip_impl_info{name="dominantRegCellSynth",value="sky130_fd_sc_hd__edfxtp_1"} 1
chip_impl_info{name="lay_top_count",value="sky130_fd_sc_hd__inv_1"} 1
chip_impl_metric{name="number_of_buffer_and_inverter_stages_on_the_critical_path",unit=""} 1
chip_impl_info{name="post_synth_main_logic_family",value="simple AND/OR/NAND/NOR gates"} 1
chip_impl_info{name="timing.critical_path.from_type",value="primary input"} 1
chip_impl_metric{name="synthCells",unit=""} 152
chip_impl_metric{name="synth.distinct_cells",unit=""} 36
chip_impl_metric{name="synth-adder-area-share",unit="%"} 0.663
chip_impl_metric{name="clock-skew-final",unit="ns"} 0.0197
chip_impl_info{name="most-common-layout-cells",value="39 x sky130_fd_sc_hd__inv_1, 32 x sky130_fd_sc_hd__edfxtp_1, 26 x sky130_fd_sc_hd__clkdlybuf4s50_1, 23 x sky130_fd_sc_hd__xor2_1, 11 x sky130_fd_sc_hd__nor2_1"} 1
-- cell families (layout without fill, tap and decap cells) --
group                    after synthesis  count (layout)
AND/OR/NAND/NOR                       63              63
flip-flops                            34              34
AND-OR/OR-AND                          6               6
multiplexers                           8               8
XOR/XNOR                              29              29
adder cells (fa/ha/maj)                1               1
buffers and inverters                 11              73
-- flip-flops by register name (all words and copies together) (netlist names) --
| signal | cells |
|---|---|
| done | 1 |
| nums | 32 |
| out | 1 |
-- synthesized netlist by cell type (3+ instances only) --
| library cell | n | area (sq um) |
|---|---|---|
| sky130_fd_sc_hd__clkbuf_1 | 3 | 11.3 |
| sky130_fd_sc_hd__edfxtp_1 | 32 | 961 |
| sky130_fd_sc_hd__inv_1 | 5 | 18.8 |
| sky130_fd_sc_hd__mux2i_1 | 4 | 40.0 |
| sky130_fd_sc_hd__mux4_2 | 3 | 67.6 |
| sky130_fd_sc_hd__nand2_1 | 6 | 22.5 |
| sky130_fd_sc_hd__nand4_1 | 3 | 18.8 |
| sky130_fd_sc_hd__nor2_1 | 11 | 41.3 |
| sky130_fd_sc_hd__nor3_1 | 10 | 50.1 |
| sky130_fd_sc_hd__nor3b_1 | 3 | 22.5 |
| sky130_fd_sc_hd__nor4_1 | 6 | 37.5 |
| sky130_fd_sc_hd__or3_1 | 6 | 37.5 |
| sky130_fd_sc_hd__xnor2_1 | 6 | 52.6 |
| sky130_fd_sc_hd__xor2_1 | 23 | 201 |
-- worst register-to-register path, cell delays in order, from the launching register on --
cell                       delay (ns)
sky130_fd_sc_hd__edfxtp_1        0.57
sky130_fd_sc_hd__inv_1           0.16
sky130_fd_sc_hd__ha_1            0.24
sky130_fd_sc_hd__or4b_1          0.50
sky130_fd_sc_hd__or4_1           0.47
sky130_fd_sc_hd__or3_1           0.35
sky130_fd_sc_hd__xnor2_1         0.14
-- where the power goes --
part	internal (W)	switching [W]
registers	0.000198	0
logic	0.0000122	0.00000198
clock network	0.000116	0.000101
-- final timing paths --
path / to / from / slack, ns / cells past startpoint
worst max-delay path: out / a[16] / 1.12 / 5
worst min-delay path: done / nums[31] / 0.42 / 0
worst max register to register: nums[10] / nums[1] / 5.12 / 6
worst min register to register: done / nums[31] / 0.42 / 0
-- stage by stage --
stage,power [W],area [sq um],instances
after floorplan,0.000230,1890,152
after detailed placement,0.000242,2180,219
after global placement,0.000241,2180,219
final,0.000430,2410,260
after CTS,0.000440,2410,260
after global routing,0.000462,2410,260
-- cell type report --
class	instances	area, sq um	share of cell area [%]
flip-flops and latches	34	1000	41.5
clock inverters	37	166	6.90
well taps	46	57.6	2.39
repair buffers	27	268	11.1
multi-input cells	107	835	34.6
inverters	4	15.0	0.623
clock buffers	5	68.8	2.85
-- routing by layer --
metal	share of wire (%)	vias to the layer above	routed length [um]	global-route usage [%]
met5	0	-	0	0
met4	1.3	0	42	6.53
met3	5.1	6	160	8.09
met2	44	31	1380	25.4
met1	50	645	1570	30.1
li1	-	700	-	-
No activity file was given, so power comes from the tool's default toggle rates.
