==> /design/flow/constraint.sdc <==
current_design expDiff

set clk_period 9.4
set clk_io_pct 0.2

create_clock -name clk0 -period $clk_period

set non_clock_inputs [all_inputs -no_clocks]
set_input_delay [expr $clk_period * $clk_io_pct] -clock clk0 $non_clock_inputs
set_output_delay [expr $clk_period * $clk_io_pct] -clock clk0 [all_outputs]
==> /design/flow/design.v <==
module expDiff(expA, expB, eDiff);
    input [7 : 0] expA, expB;
    output [8 : 0] eDiff;  
    assign eDiff = expA - expB;
endmodule
==> /design/flow/run.sh <==
#!/bin/bash
# OpenROAD 26Q1-2900-gdf79404cd8, Yosys 0.63+post, stock flow scripts
make -C /OpenROAD-flow-scripts/flow DESIGN_CONFIG=/design/flow/config.mk WORK_HOME=/design/flow/orfs finish
==> /design/flow/config.mk <==
export PLATFORM = sky130hd
export DESIGN_NAME = expDiff
export DESIGN_NICKNAME = expDiff
export VERILOG_FILES = /design/flow/design.v
export SDC_FILE = /design/flow/constraint.sdc
export NUM_CORES = 4
export LEC_CHECK = 1
export CORE_AREA = 10 10 70 70
export DIE_AREA = 0 0 80 80
==> results.cfg <==
; yosys + openroad results
[run_status]
status = completed

[hold_path]
min_from = expA[0]
min_path_cells = 5
hold_path.class = in -> out
holdPathEnd = eDiff[0]

[worst_setup_path]
critical_path.max_stage_delay_ps = 470
crit_path_end_kind = output port
cp_slowest_cell = clkdlybuf4s50_1
cpMostUsedCell = clkdlybuf4s50_1
crit_chain = clkdlybuf4s50_1, inv_1, ha_1, fa_1, nor2b_4, o21ai_2, a21boi_2, o21ai_1, a21oi_2, clkdlybuf4s50_1
crit_required_ps = 7520
critPathLaunchType = input pin
critical_path_class = in -> out
cp_max_fo = 3
worst_ep_arrival_time_ps = 4120

[final_timing]
fin_setup_tns_ps = 0
hold_viol_final = 0
slew_violations = 0
fmax_mhz = 167
slew_headroom_pct = 85.7
rsz0062_at_grt = false
period_needed_ps = 6000
finalCritPeriodShare_pct = 63.8
setup_violations = 0
tightest_slew_ps = 213
hold-worst-slack_ps = 4750

[yosys]
adder_share_pct = 33.9
synth_top_cell_by_area = ha_1
yosys-stat-cells = 48
synthTopCellsByArea = ha_1 28%, inv_1 13%, xnor2_1 9.9%
synth_warnings = 0
syn_area_um2 = 354
synth_cells = 48
ys_types = 21
ys_seq_share_pct = 0
synth_top_area_share_pct = 28.3
synthMuxAreaShare_pct = 0
ys_sh_simple_pct = 15.2
top_logic_kind = adder cells
synth_chip_area_um2 = 354
syn_area_per_cell_um2 = 7.38
ys_sh_aoi_pct = 28.3
xor_share_pct = 9.89

[route]
drtIter0Drc = 1
antenna_left = 0
routed_wl_um = 1070
vias = 375
routedWlPerCell_um = 8.97
drc = 0
antenna_cells = 0
via_per_inst = 3.15
dr.pass1.iters = 2

[power_and_ir_drop]
powerDensity_nw_per_um2 = 61.7
peakVddDrop_uv = 25.6
p_leak_nw = 0.291

[finish]
seq_area_um2 = 0
fill_cells = 403
mostFrequentLayoutCell = clkdlybuf4s50_1
lay_top_cells = 25 x clkdlybuf4s50_1, 12 x inv_1, 8 x ha_1, 5 x nor2_1, 4 x xnor2_1
area_delta_synth_final_pct = 86.9
layout-drive-gt1-share_pct = 5.48
nClkBuffers = 0
ff_count = 0

[global_route]
grt_pass1_vias = 422
antenna_found_initial = 0
gr-total-overflow = 0
grt_pass1_wl_um = 1800
grt_max_degree = 6
grtUsageTotal_pct = 3.33

[floorplan]
die_area_um2 = 6400
die_h_um = 80
die_x_um = 80
rows = 21
core_um2 = 3420
io_pins = 25
fp_util_pct = 10.4

[clock_network]
cts_resized = 0
hold_buffers = 0
cts_setup_buffers = 0

[job]
maxCapViolations = 0
warning_count = 32

[place]
gp_congestion = 0.773
io_buffers = 25
dp_hpwl_um = 983
## synthesized netlist by cell type
cell type,count
nor2_1,5
a21boi_1,1
o21a_1,3
xnor2_1,4
o21ai_1,1
o2bb2ai_1,1
or3_1,1
nor3_1,1
a21boi_2,1
a21oi_1,1
ha_1,8
o31a_1,1
fa_1,1
a21oi_2,1
inv_1,12
nand2_1,1
o211ai_1,1
o22ai_1,1
nor2b_1,1
nor2b_4,1
o21ai_2,1
## stage by stage
step	std cells	util [%]	instance area [um^2]	total power [W]	worst slack (ps)
after global routing	119	19.4	662	0.0000464	3260
final	119	19.4	662	0.0000409	3400
after global placement	119	19.4	662	0.0000417	3380
after floorplan	48	-	354	0.0000179	4430
after CTS	119	19.4	662	0.0000422	3370
after detailed placement	119	19.4	662	0.0000418	3370
## worst max path at each step
| stage | start | endpoint | slack [ps] | depth (start not counted) |
|---|---|---|---|---|
| CTS | expA[0] | eDiff[6] | 3370 | 10 |
| global route | expA[0] | eDiff[6] | 3260 | 10 |
| finish | expA[0] | eDiff[6] | 3400 | 10 |
## worst max-delay path: cells and delay by family
| kind | cells | cell delay (ps) |
|---|---|---|
| buffers and inverters | 3 | 960 |
| adder cells (fa/ha/maj) | 2 | 650 |
| AND-OR/OR-AND | 4 | 500 |
| AND/OR/NAND/NOR | 1 | 130 |
## logic make-up (layout without fill, tap and decap cells)
| family | count (synthesis) | in the layout |
|---|---|---|
| xor gates and xnor gates | 4 | 4 |
| and+or+nand+nor | 10 | 10 |
| buffers and inverters | 12 | 37 |
| adders and majority gates | 9 | 9 |
| AOI/OAI and AO/OA | 13 | 13 |
## final cells by class
cell class / instances / area [um^2] / area share, %
Inverter: 12 / 45.0 / 6.81
Multi-Input combinational cell: 36 / 309 / 46.7
Tap cell: 46 / 57.6 / 8.70
Timing Repair Buffer: 25 / 250 / 37.8
## layer usage
| layer | vias up | wire, um | GRT usage [%] | share of wire [%] |
|---|---|---|---|---|
| li1 | 211 | - | - | - |
| met1 | 146 | 541 | 4.43 | 51 |
| met2 | 18 | 379 | 4.98 | 36 |
| met3 | 0 | 147 | 1.70 | 14 |
| met4 | 0 | 0 | 0 | 0 |
| met5 | - | 0 | 0 | 0 |
## where the power goes
part	switching (W)	internal [W]
Sequential	0	0
Combinational	0.0000134	0.0000275
Clock	0	0
Total	0.0000134	0.0000275
No activity file was given, so power comes from the tool's default toggle rates.
