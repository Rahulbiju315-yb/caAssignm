===== flow/config.mk =====
export PLATFORM = sky130hd
export DESIGN_NAME = expAdj
export DESIGN_NICKNAME = expAdj
export VERILOG_FILES = /design/flow/design.v
export SDC_FILE = /design/flow/constraint.sdc
export NUM_CORES = 4
export LEC_CHECK = 1
export CORE_AREA = 10 10 70 70
export DIE_AREA = 0 0 80 80

===== flow/constraint.sdc =====
current_design expAdj

set clk_period 6.7
set clk_io_pct 0.2

create_clock -name clk0 -period $clk_period

set non_clock_inputs [all_inputs -no_clocks]
set_input_delay [expr $clk_period * $clk_io_pct] -clock clk0 $non_clock_inputs
set_output_delay [expr $clk_period * $clk_io_pct] -clock clk0 [all_outputs]

===== flow/design.v =====
module expAdj(expC, expDiff, uExp);
    input [8 : 0] expC;
    input [8 : 0] expDiff;
    output [8 : 0] uExp;
    assign uExp = expC + expDiff;
endmodule

===== flow/run.sh =====
#!/bin/bash
# OpenROAD 26Q1-2900-gdf79404cd8, Yosys 0.63+post, stock flow scripts
make -C /OpenROAD-flow-scripts/flow DESIGN_CONFIG=/design/flow/config.mk WORK_HOME=/design/flow/orfs finish

==> commit_impl_results.txt <==
Update PnR metrics after Yosys + OpenROAD run

- Yosys attributes the largest share of cell area to sky130_fd_sc_hd__ha_1 29%, sky130_fd_sc_hd__xnor2_1 13%, sky130_fd_sc_hd__a21oi_1 5.8%.
- According to the floorplan report, the die width is 80 um.
- Antenna repair during routing inserted a diode count of 0.
* Upper clock frequency limit: 201 MHz
* Post-detailed-route count of antenna-violating nets: 0
- At the pin with the least slew margin, the transition time is between 0.2 and 0.3 ns.
* Portion of synthesized cell area occupied by the leading cell type: 0.290
* Portion of the post-synthesis area used by sequential elements: 0
- Maximum number of pins on one net before global-route repair: 6
- In the synthesized netlist, the number of instances is 41.
- The overall die size recorded for this design is 0.00640 sq mm.
- Sequential cell area: 0 sq um
* Post-CTS Setup Inserts: 0
- Post-synth top area cell: sky130_fd_sc_hd__ha_1
- Number of endpoints failing setup at the final stage: 0
- The report gives the cell count of the worst hold path as 3.
- Half-perimeter wire length after detailed placement: 1070 um
- First-pass GRT wire length: 1940 um
- Total vias in the final route: 399
- DR iter-0 viols: 5
- Row generation in the floorplan step produced 21 rows.
- In this run the tools logged warnings totalling 32.
* Commonest cells after routing, fill and taps aside: 27 x sky130_fd_sc_hd__clkdlybuf4s50_1, 8 x sky130_fd_sc_hd__ha_1, 5 x sky130_fd_sc_hd__xnor2_1
- Min Tclk post-route: 4.97 ns
- The flow ran to the end, and the final reports show no timing, DRC or antenna violations.
- From synthesis to final layout, the design area changed by 94.9%.
- Pre-Repair DR Iteration Count: 2
* Crit path DRT: 5.36 ns
- Crit share post-route: 0.742
* Core Util, Final: 0.197
- In this run the vertical extent of the chip is 80 um.
- In this run the count of I/O pins placed on the die edge is 27.
* Number of distinct library cell variants in the gate-level netlist after synthesis: 21
- WHS: 3.73 ns
- The floorplan step defined a core boundary enclosing 0.00342 sq mm.
- Post-CTS repair ended up resizing 0 cells.
- Average wire per standard cell: between 10 and 15 um
- The final layout report lists a filler cell count of 386.
- Max capacitance violation total: 0
- Across all checked pins, the minimum headroom to the slew limit is 0.804.
- In the final timing run, aggregate negative setup slack is 0 ns.
- Per the summary, power density relative to cell area is just over 90 mW/mm^2.
- Total of clock buffers placed in the layout: 0
- The initial antenna violation count was 0.
- Worst Path Class, Setup: input pin to output port
- Post-CTS Hold Buffers: 0
- Most frequent logic cell in the layout: sky130_fd_sc_hd__clkdlybuf4s50_1
- Total routed wirelength: roughly 1100 um
- For the worst setup path, the data arrival time is 3.63 ns.
* FP Util: 0.101
* Leakage Power: 0.260 nW
- After detailed routing, the number of remaining DRC violations is 0.
- Routability-driven placement finished with a final weighted congestion of 0.779.
* Setup crit end kind: output port
- Sequential cells placed in the final layout were counted as 0.
* Syn_area_per_cell: 8.42 sq um
* Unrepaired setup endpoints after global routing: false
* Netlist area before placement: 345 sq um
- CP max FO: 3
- The via count of the first global-routing pass was 423.
- Fraction of final layout cells sized beyond drive strength 1: 0.0588
- Yosys stat counts 41 cells in the synthesized netlist.
- Hold violation count in the final report: 0
- The path with the worst hold slack has its endpoint at uExp[0].
- Note that the worst hold path type here is input pin to output port.
- The synthesis log from Yosys contains 0 warnings.
- Overall routing resource usage: 0.0354
- In this run the most critical hold path is launched from expDiff[0].
* Total gr overflow: 0
- The final timing report lists a max-slew violation count of 0.
- Port Buffers: 27
- Chip area in the Yosys report: 345 sq um
- Worst Setup Start Kind: input pin
* Worst vdd ir: 25.5 uV
* Via-per-instance ratio: 3.50
[per-stage QoR]
stage,power [mW],area [sq um],setup slack (ns),instances
final,0.0616,673,1.73,114
after global routing,0.0685,673,1.53,114
after CTS,0.0629,673,1.71,114
after detailed placement,0.0624,673,1.74,114
after global placement,0.0618,673,1.73,114
after floorplan,0.0251,345,2.73,41
[critical path, cell delays in order]
cell and delay (ns):
sky130_fd_sc_hd__clkdlybuf4s50_1 0.40, sky130_fd_sc_hd__ha_1 0.24, sky130_fd_sc_hd__fa_1 0.40, sky130_fd_sc_hd__a21o_2 0.23, sky130_fd_sc_hd__a21oi_2 0.21, sky130_fd_sc_hd__o21ai_0 0.15, sky130_fd_sc_hd__xor2_1 0.16, sky130_fd_sc_hd__clkdlybuf4s50_1 0.50
[synthesized netlist by cell type]
library cell	number
sky130_fd_sc_hd__a221oi_1	1
sky130_fd_sc_hd__xnor2_1	5
sky130_fd_sc_hd__a21oi_2	1
sky130_fd_sc_hd__nor3_1	2
sky130_fd_sc_hd__o21ai_0	2
sky130_fd_sc_hd__fa_1	1
sky130_fd_sc_hd__nand2_1	4
sky130_fd_sc_hd__and4b_1	1
sky130_fd_sc_hd__o21bai_1	1
sky130_fd_sc_hd__inv_1	1
sky130_fd_sc_hd__nor2b_1	1
sky130_fd_sc_hd__nand3_1	1
sky130_fd_sc_hd__a21o_1	1
sky130_fd_sc_hd__o31ai_2	1
sky130_fd_sc_hd__xor2_1	2
sky130_fd_sc_hd__o21a_1	1
sky130_fd_sc_hd__ha_1	8
sky130_fd_sc_hd__a211oi_2	1
sky130_fd_sc_hd__a21o_2	1
sky130_fd_sc_hd__mux2i_1	1
sky130_fd_sc_hd__a21oi_1	4
[worst max path at each step]
stage / startpoint / endpoint / slack [ns] / cells past startpoint
after CTS: expC[0] / uExp[6] / 1.71 / 8
after global routing: expC[0] / uExp[6] / 1.53 / 8
final: expC[0] / uExp[6] / 1.73 / 8
[logic make-up after synthesis]
group,count (synthesis),synth area share
compound gates,14,0.301
xor+xnor,7,0.178
fa+ha+maj,9,0.348
buf+inv,1,0.0109
mux,1,0.0290
simple gates,9,0.134
[routing by layer]
metal | vias to the layer above | global-route usage | routed length (um)
met1 | 171 | 0.0504 | 558
met2 | 19 | 0.0490 | 407
met4 | 0 | 0 | 0
li1 | 209 | - | -
met5 | - | 0 | 0
met3 | 0 | 0.0182 | 180
[report_power, final]
part           switching (mW)  leakage (nW)  internal [mW]  total, mW
clock                       0             0              0          0
sequential                  0             0              0          0
combinational          0.0210         0.260         0.0405     0.0616
total                  0.0210         0.260         0.0405     0.0616
[final cells by class]
| type | count | area, sq um | share of cell area |
|---|---|---|---|
| Inverter | 1 | 3.75 | 0.00558 |
| Tap cell | 46 | 57.6 | 0.0855 |
| Multi-Input combinational cell | 40 | 342 | 0.507 |
| Timing Repair Buffer | 27 | 270 | 0.401 |
No activity file was given, so power comes from the tool's default toggle rates.
